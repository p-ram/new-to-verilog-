`./run.sh`:
```
#!/bin/bash
# OpenROAD 26Q1-2900-gdf79404cd8, Yosys 0.63+post, stock flow scripts
make -C /OpenROAD-flow-scripts/flow DESIGN_CONFIG=/design/flow/config.mk WORK_HOME=/design/flow/orfs finish
```
`./config.mk`:
```
export PLATFORM = sky130hd
export DESIGN_NAME = ram
export DESIGN_NICKNAME = ram
export VERILOG_FILES = /design/flow/design.v
export SDC_FILE = /design/flow/constraint.sdc
export NUM_CORES = 4
export LEC_CHECK = 1
export CORE_UTILIZATION = 50
```
`./constraint.sdc`:
```
current_design ram

set clk_period 7.4
set clk_io_pct 0.2

create_clock -name clk0 -period $clk_period [get_ports {clk}]

set non_clock_inputs [all_inputs -no_clocks]
set_input_delay [expr $clk_period * $clk_io_pct] -clock clk0 $non_clock_inputs
set_output_delay [expr $clk_period * $clk_io_pct] -clock clk0 [all_outputs]
```
`./design.v`:
```
module ram #(parameter ADDR_SIZE=4,
        parameter DATA_SIZE=32) (
  input clk,
  input [ADDR_SIZE-1:0] addr,
  input [DATA_SIZE-1:0] wr_data,
  input rd_wrb,
  output [DATA_SIZE-1:0] rd_data
);
  reg [DATA_SIZE-1:0] mem [0:(1<<ADDR_SIZE)-1];
  always@(posedge clk) begin
    mem[addr] <= rd_wrb ? mem[addr] : wr_data;
  end
  assign rd_data = rd_wrb ? mem[addr] : 'h0;
endmodule
```
==> impl_metrics.json <==
{
  "fp.dieH_um": 204.0,
  "grt_pass1_vias": 10560,
  "die_w_um": 204.0,
  "yosys_cells": 1094,
  "r2r_start": "mem[7][28]",
  "overflow": 0,
  "largest_reg_flops": 512,
  "max-clock-path-buffers": 3,
  "reg2reg_depth": 4,
  "leakage_uw": 0.008004,
  "hold_viol": 0,
  "whs_endpoint": "mem[10][28]",
  "synth-seq-cells": 512,
  "avgSynthCellArea_um2": 18.65,
  "row_count": 73,
  "status": "finished clean",
  "final_common_cell": "edfxtp_1",
  "fp.coreArea_um2": 40010,
  "chip_area_um2": 41630,
  "cp-end-kind": "output pin",
  "grt_pass1_wl_um": 65730,
  "cp_common_cell": "clkdlybuf4s50_1",
  "ant_nets": 0,
  "worstPathArrival_ns": 4.33,
  "grt_use_total_pct": 24.36,
  "placed_cell_area_um2": 21800,
  "numCtsBuffers": 52,
  "antenna_cells": 0,
  "largest-register": "mem",
  "path_cells": "clkdlybuf4s50_1, nand2b_1, nor2_4, buf_4, a21oi_2, o21ai_1, clkdlybuf4s50_1",
  "biggestRegsByFlops": "mem (512)",
  "fin_worst_skew_ns": 0.01541,
  "cts_tree": "done",
  "cp_slowest_cell": "clkdlybuf4s50_1",
  "yosys_area_um2": 20410,
  "clkTransAtPathRegs_ns": 0.06,
  "dp_slack_ns": 1.560,
  "clk_latency_ns": 0.59,
  "ctsHoldBuffers": 0,
  "layout_min_cycle_time_ns": 5.808,
  "path_max_fanout": 14,
  "antenna_found_initial": 0,
  "grt_max_degree": 70,
  "clock-sinks": 512,
  "hp-class": "register to register",
  "edf_count": 512,
  "wl_per_cell_um": 25.15,
  "root_buffer": "clkbuf_16",
  "synth_cells": 1094,
  "drtPass1Iterations": 6,
  "max-cap-violations": 0,
  "vdd_drop_max_mv": 0.1780,
  "place.gp.congestion": 0.8140,
  "min-delay-start": "mem[4][28]",
  "ys.flop_type": "edfxtp_1",
  "io_buffers": 69,
  "tns_ns": 0,
  "most-common-layout-cells": "512 x edfxtp_1, 194 x mux2i_1, 66 x clkdlybuf4s50_1, 65 x a22oi_1, 53 x clkbuf_16",
  "worstMarginPinSlew_ns": 0.8522,
  "io_pins": 70,
  "async_reset_ff_share_pct": 0,
  "wl_um": 44040,
  "cts_setup_buffers": 0,
  "drtIter0Drc": 436,
  "dpl.hpwl_um": 24560,
  "cp.required_ns": 5.92,
  "fmax_mhz": 172.2,
  "warnings": 25,
  "drc": 0,
  "setup_violations": 0,
  "fin_area_um2": 23360,
  "period_used_pct": 78.49,
  "yosys_warnings": 1,
  "h-tree-depth": 2,
  "slew_viol_final": 0,
  "post_cts_resized": 0,
  "relSlewSlack_pct": 42.88,
  "finalWorstSetupSlack_ns": 1.592,
  "path_class": "input pin to output pin",
  "fp_util_pct": 51.01,
  "synth_seq_share_pct": 75.34,
  "p_per_area_nw_per_um2": 265.7,
  "hold_depth": 3,
  "worstReg2RegEnd": "mem[4][28]",
  "critPathLaunchType": "input pin",
  "viasPerCell": 5.860,
  "r2r_slack_ns": 5.59,
  "rsz0062_at_grt": "false",
  "synthesis.area_um2": 20410,
  "final_layout_size_suffix_gt1_share_pct": 18.11,
  "areaGrowthSynthToFinish_pct": 14.48,
  "cp_slowest_stage_delay_ns": 0.72,
  "vias": 10260,
  "synthDistinctLibCells": 27
}
[layout make-up]
class / count / area, um^2
clock inverter: 27 / 198.9
clock buffer: 64 / 1368
tap: 525 / 656.9
multi-input combinational: 482 / 4643
sequential: 512 / 15370
timing repair buffer: 109 / 1001
fill: 2985 / 16640
inverter: 32 / 120.1
[cell usage after synthesis (all sizes together) (2+ instances only)]
library cell | number | area (um^2)
nand2 | 36 | 135.1
o21ai | 31 | 155.2
a21oi | 32 | 276.5
o22ai | 31 | 193.9
clkbuf | 14 | 52.55
edfxtp | 512 | 15370
nor2b | 2 | 12.51
inv | 32 | 120.1
buf | 54 | 356.6
nand2b | 5 | 31.28
o221ai | 31 | 452.9
mux2i | 194 | 1942
nand3 | 2 | 10.01
mux4 | 31 | 698.2
nor3 | 6 | 30.03
nor2 | 11 | 43.80
a22oi | 65 | 488.0
nand4 | 2 | 12.51
[worst max-delay path by stage]
stage,start,end,cells past startpoint
5_1_grt,addr[3],rd_data[20],7
6_report,addr[3],rd_data[20],7
4_1_cts,addr[3],rd_data[20],7
[power breakdown]
| part | switching [uW] | total [uW] | internal [uW] | leakage [uW] |
|---|---|---|---|---|
| Combinational | 281 | 438 | 157 | 0.00256 |
| Clock | 1030 | 2430 | 1400 | 0.000766 |
| Sequential | 12.8 | 3330 | 3320 | 0.00467 |
| Total | 1320 | 6210 | 4880 | 0.00800 |
[logic make-up after synthesis]
| family | share of synthesized area, % |
|---|---|
| mux | 12.94 |
| flops | 75.34 |
| simple gates | 1.453 |
| buf+inv | 2.594 |
| compound gates | 7.676 |
[stage by stage]
stage          util, %  hold slack, ns  total power (uW)  cells
2_1_floorplan        -          0.8523              3666   1094
3_3_place_gp     54.48          0.9366              3833   1660
3_5_place_dp     54.48          0.9519              3840   1660
4_1_cts          58.40          0.9689              6264   1751
5_1_grt          58.40           1.005              6411   1751
6_report         58.40          0.9619              6207   1751
[layer usage]
| metal | global-route usage (%) | up-vias | routed length [um] |
|---|---|---|---|
| met5 | 0 | - | 0 |
| met2 | 35.47 | 516 | 21200 |
| met3 | 14.27 | 73 | 5778 |
| li1 | - | 4640 | - |
| met1 | 35.73 | 5031 | 16070 |
| met4 | 4.398 | 0 | 1000 |
[worst max-delay path, delay by kind of cell]
kind | cells | cell delay, ns
compound gates | 2 | 0.26
buf+inv | 3 | 1.65
simple gates | 2 | 0.93
Power figures rest on the tool's default switching activity, not on a simulated workload.
